--- ./design.v ---
module controller(load,
                   add,
                   shift,
                   inbit,
                   sel,
		               valid,
                   start,
                   sign, 
                   clk,
                   reset);
output load;
output add;
output shift;
output inbit;
output [1:0] sel;
output valid;   
input start;
input sign;
input clk;
input reset;
reg [1:0] SBc;
wire [1:0] SBn;
wire SBand, SBnor;
wire ctrl0, ctrl1;
assign SBand = SBc[0] & SBc[1];
assign SBnor = ~(SBc[0] | SBc[1]);
assign SBn[0] = (~start) & ((~(ctrl0 | SBand)) | SBand);
assign SBn[1] = (~start) & ((~(ctrl1 | SBand)) | SBand);
assign ctrl0 = (SBnor)&(~sign);
assign ctrl1 = (SBnor)&sign;
assign add = SBc[1] & (~SBc[0]);
assign load = SBc[1] & SBc[0];
assign shift = SBc[1] | SBc[0];
assign inbit = (~SBc[1]) & SBc[0];
assign sel[1] = SBc[0];
assign sel[0] = ~(SBc[0] & SBc[1]);
always @(posedge clk or posedge reset)
begin
  if (reset == 1'b1) begin
    SBc = 2'b00;
  end
  else begin
    SBc <= ~SBn;
  end  
end
endmodule
module addsub( sum,
               cout,
               A,
               B,
               cin,
               AS);  
output sum;
output cout;
input A;
input B;
input cin;
input AS;
wire coutb;
assign cout = ~coutb;
wire Bx;
assign Bx = B ^ AS;
wire sumb;
assign sum = ~sumb;
assign coutb = ~((cin & (A | Bx)) | (A & Bx));
assign sumb = ~((A & Bx & cin) | (coutb & (A | Bx | cin)));
endmodule
module mux( out,
            in10,
            in01,
            in11,
            sel);
output out;
input in10;
input in01;
input in11;
input[1:0] sel;
wire w10, w01, w11;
assign w10 = (sel[1] & (~sel[0]));
assign w01 = ((~sel[1]) & sel[0]);
assign w11 = sel[1] & sel[0];
assign out = (in10 & w10) | (in01 & w01) | (in11 & w11); 
endmodule
module shifter(  out1,
                 in1,
                 in0,
                 shift);
output out1;
input in1;
input in0;
input shift;
assign out1 = ((~shift) & in1) | (shift & in0);
endmodule
module datapath(remainder, 
                quotient, 
                sign,
                divisorin,
                dividendin,
                load,
                add,
                shift,
                inbit,
                sel,
                clk,
                reset);
output [6:0] remainder;
output [7:0] quotient;
output sign;
input [6:0] divisorin;
input [7:0] dividendin;
input load;
input add;
input shift;
input inbit;
input [1:0] sel;
input clk;
input reset;
reg[7:0] rDivisor;
wire[8:0] ASR;  
wire[15:0] Mux;
wire[15:0] SNS;  
reg[15:0] rRemainder;
assign quotient = rRemainder[7:0];
assign remainder = rRemainder[15:9];
assign sign = ASR[7];
always @(posedge clk or posedge reset)
begin
  if (reset == 1'b1) begin
    rDivisor = 8'b00000000;
  end
  else begin
    if (load == 1'b1)
      rDivisor[7:0] = divisorin;
  end
end
wire c1,c2,c3,c4,c5,c6,c7,c8;
addsub as0( .sum(ASR[0]), .cout(c1), .A(rRemainder[8]), .B(rDivisor[0]), .cin(~add), .AS(~add) );
addsub as1( .sum(ASR[1]), .cout(c2), .A(rRemainder[9]), .B(rDivisor[1]), .cin(c1), .AS(~add) );
addsub as2( .sum(ASR[2]), .cout(c3), .A(rRemainder[10]), .B(rDivisor[2]), .cin(c2), .AS(~add) );
addsub as3( .sum(ASR[3]), .cout(c4), .A(rRemainder[11]), .B(rDivisor[3]), .cin(c3), .AS(~add) );
addsub as4( .sum(ASR[4]), .cout(c5), .A(rRemainder[12]), .B(rDivisor[4]), .cin(c4), .AS(~add) );
addsub as5( .sum(ASR[5]), .cout(c6), .A(rRemainder[13]), .B(rDivisor[5]), .cin(c5), .AS(~add) );
addsub as6( .sum(ASR[6]), .cout(c7), .A(rRemainder[14]), .B(rDivisor[6]), .cin(c6), .AS(~add) );
addsub as7( .sum(ASR[7]), .cout(c8), .A(rRemainder[15]), .B(rDivisor[7]), .cin(c7), .AS(~add) );
mux m00( .out(Mux[0]), .in10(dividendin[0]), .in01(rRemainder[0]), .in11(rRemainder[0]), .sel(sel));
mux m01( .out(Mux[1]), .in10(dividendin[1]), .in01(rRemainder[1]), .in11(rRemainder[1]), .sel(sel));
mux m02( .out(Mux[2]), .in10(dividendin[2]), .in01(rRemainder[2]), .in11(rRemainder[2]), .sel(sel));
mux m03( .out(Mux[3]), .in10(dividendin[3]), .in01(rRemainder[3]), .in11(rRemainder[3]), .sel(sel));
mux m04( .out(Mux[4]), .in10(dividendin[4]), .in01(rRemainder[4]), .in11(rRemainder[4]), .sel(sel));
mux m05( .out(Mux[5]), .in10(dividendin[5]), .in01(rRemainder[5]), .in11(rRemainder[5]), .sel(sel));
mux m06( .out(Mux[6]), .in10(dividendin[6]), .in01(rRemainder[6]), .in11(rRemainder[6]), .sel(sel));
mux m07( .out(Mux[7]), .in10(dividendin[7]), .in01(rRemainder[7]), .in11(rRemainder[7]), .sel(sel));
mux m08( .out(Mux[8]), .in10(1'b0), .in01(ASR[0]), .in11(rRemainder[8]), .sel(sel));
mux m09( .out(Mux[9]), .in10(1'b0), .in01(ASR[1]), .in11(rRemainder[9]), .sel(sel));
mux m10( .out(Mux[10]), .in10(1'b0), .in01(ASR[2]), .in11(rRemainder[10]), .sel(sel));
mux m11( .out(Mux[11]), .in10(1'b0), .in01(ASR[3]), .in11(rRemainder[11]), .sel(sel));
mux m12( .out(Mux[12]), .in10(1'b0), .in01(ASR[4]), .in11(rRemainder[12]), .sel(sel));
mux m13( .out(Mux[13]), .in10(1'b0), .in01(ASR[5]), .in11(rRemainder[13]), .sel(sel));
mux m14( .out(Mux[14]), .in10(1'b0), .in01(ASR[6]), .in11(rRemainder[14]), .sel(sel));
mux m15( .out(Mux[15]), .in10(1'b0), .in01(ASR[7]), .in11(rRemainder[15]), .sel(sel));
wire SNS16;
shifter s00( .out1(SNS[0]), .in1(Mux[0]), .in0(inbit), .shift(shift));
shifter s01( .out1(SNS[1]), .in1(Mux[1]), .in0(Mux[0]), .shift(shift));
shifter s02( .out1(SNS[2]), .in1(Mux[2]), .in0(Mux[1]), .shift(shift));
shifter s03( .out1(SNS[3]), .in1(Mux[3]), .in0(Mux[2]), .shift(shift));
shifter s04( .out1(SNS[4]), .in1(Mux[4]), .in0(Mux[3]), .shift(shift));
shifter s05( .out1(SNS[5]), .in1(Mux[5]), .in0(Mux[4]), .shift(shift));
shifter s06( .out1(SNS[6]), .in1(Mux[6]), .in0(Mux[5]), .shift(shift));
shifter s07( .out1(SNS[7]), .in1(Mux[7]), .in0(Mux[6]), .shift(shift));
shifter s08( .out1(SNS[8]), .in1(Mux[8]), .in0(Mux[7]), .shift(shift));
shifter s09( .out1(SNS[9]), .in1(Mux[9]), .in0(Mux[8]), .shift(shift));
shifter s10( .out1(SNS[10]), .in1(Mux[10]), .in0(Mux[9]), .shift(shift));
shifter s11( .out1(SNS[11]), .in1(Mux[11]), .in0(Mux[10]), .shift(shift));
shifter s12( .out1(SNS[12]), .in1(Mux[12]), .in0(Mux[11]), .shift(shift));
shifter s13( .out1(SNS[13]), .in1(Mux[13]), .in0(Mux[12]), .shift(shift));
shifter s14( .out1(SNS[14]), .in1(Mux[14]), .in0(Mux[13]), .shift(shift));
shifter s15( .out1(SNS[15]), .in1(Mux[15]), .in0(Mux[14]), .shift(shift));
always @(posedge clk or posedge reset)
begin
  if (reset == 1'b1) begin
    rRemainder = 16'b0000000000000000;
  end
  else begin
    rRemainder <= SNS;
  end
end
endmodule
module divider(
         remainder,
         quotient,
	       valid,
         divisorin,
         dividendin,
         start,
         clk,
         reset);
output [6:0] remainder;
output [7:0] quotient;
output valid;  
input [6:0] divisorin;
input [7:0] dividendin;
input start;
input clk;
input reset;
wire sign, load, add, shift, inbit;
wire[1:0] sel;
datapath d0(
  .remainder(remainder),
  .quotient(quotient),
  .sign(sign),
  .divisorin(divisorin),
  .dividendin(dividendin),
  .load(load),
  .add(add),
  .shift(shift),
  .inbit(inbit),
  .sel(sel),
  .clk(clk),
  .reset(reset)
);
controller c0(
  .load(load),
  .add(add),
  .shift(shift),
  .inbit(inbit),
  .sel(sel),
  .valid(valid),
  .start(start),
  .sign(sign),
  .clk(clk),
  .reset(reset)
);
endmodule
--- ./run.sh ---
#!/bin/bash
# OpenROAD 26Q1-2900-gdf79404cd8, Yosys 0.63+post, stock flow scripts
make -C /OpenROAD-flow-scripts/flow DESIGN_CONFIG=/design/flow/config.mk WORK_HOME=/design/flow/orfs finish
--- ./config.mk ---
export PLATFORM = sky130hd
export DESIGN_NAME = divider
export DESIGN_NICKNAME = divider
export VERILOG_FILES = /design/flow/design.v
export SDC_FILE = /design/flow/constraint.sdc
export NUM_CORES = 4
export LEC_CHECK = 1
export CORE_UTILIZATION = 30
--- ./constraint.sdc ---
current_design divider

set clk_period 4.6
set clk_io_pct 0.2

create_clock -name clk0 -period $clk_period [get_ports {clk}]

set non_clock_inputs [all_inputs -no_clocks]
set_input_delay [expr $clk_period * $clk_io_pct] -clock clk0 $non_clock_inputs
set_output_delay [expr $clk_period * $clk_io_pct] -clock clk0 [all_outputs]
==> results.tsv <==
metric	value	unit
Synth Seq Share	42.59	%
Chip Area, Yosys	1469	um2
MaxCap Viol Count	0	
Logic area	629.4	um2
vias in the first global route	922	
TritonRoute pass-1 iters	4	
worst vdd ir	236.6	uV
Yosys reg bits	25	
Max Clock Freq	230.1	MHz
Late-Pin Clk Latency	0.26	ns
PwrDens	690.9	nW/um2
H-tree Lvls	1	
drt total wl	2.457	mm
mean post-synth cell area	10.96	um2
Clk network pwr share	10.3	%
post-synth cell types	26	
tool warnings	26	
grt peak-use layer	met1	
post-detailed-route count of antenna-violating nets	0	
worst min path class	reg -> reg	
slew at the pin closest to its max-slew limit	0.5251	ns
RePlAce Congestion	0.8046	
RSZ-0062 raised after global routing	no	
grt met2 use	15.20	%
Synth area leaders	dfrtp_1 43%, fa_1 9.5%, buf_4 8.2%, mux2_2 5.4%, mux2i_1 4.8%	
DR iter-0 viols	62	
Critical R2R Capture	d0.rRemainder[15]$_DFF_PP0_	
area delta synth->final	22.15	%
I/O pin total	34	
vias per inst	4.218	
clk slew on worst S/H paths	0.08	ns
initial antenna violation count	0	
Filler cells	446	
drt wl/cell	11.17	um
hold path start	d0.rDivisor[1]$_DFFE_PP0P_	
core area	4723	um2
Die Area	5180	um2
Synth area leader	dfrtp_1	
count of buffers from port buffering	32	
M3 GR Usage	1.549	%
routing usage on met1	16.89	%
final number of max-transition violations	0	
FF/Latch Area	625.6	um2
CP Capture Type	flip-flop	
vias	928	
Min-Delay Path Depth	1	
most frequent logic cell in the layout	clkdlybuf4s50_1	
DP HPWL	1.883	mm
Top Layout Cells	32 x clkdlybuf4s50_1, 25 x dfrtp_1, 10 x inv_1	
cts bufs inserted	3	
largest net degree at the start of global routing	26	
r2r setup slk	0.25	ns
fin crit period	4.347	ns
reg2reg start	c0.SBc[0]$_DFF_PP0_	
Synth Warn #	3	
Root Driver	clkbuf_8	
Longest Clk Path Bufs	2	
status	finished, final reports clean	
Pleak	0.0007619	uW
antenna cells	0	
Sw Share	36.67	%
Hold Crit Endpoint	d0.rDivisor[1]$_DFFE_PP0P_	
mapped cell area	1469	um2
gr usage total	10.28	%
internal power	785.0	uW
Layout Skew	0.003990	ns
Die H	71.98	um
gr ovfl total	0	
Max-area cell share	42.59	%
critical path class	reg -> reg	
fin crit share	94.50	%
post-synthesis cell count from yosys	134	
total negative slack	0	ns
Worst Path Required	4.79	ns
cts repair resizes	0	
DR DRC count	0	
first-pass GRT wire length	4.215	mm
Psw	454.6	uW
worst reg2reg path depth	13	
critical path startpoint category	flip-flop	
die span in x	71.98	um
critical path peak fanout	10	
Synth Instances	134	
part of the power in registers	33.9	%
Final Hold Vio Count	0	
Core Rows	25	
combinational power share	55.7	%
Max-Slew Margin vs Limit	64.92	%
layout cells sized above 1	16.99	%
Init Core Util	31.10	%
Pwr Total	1240	uW
CTS Sinks	25	
CTS tree	built	
CP arrival	4.53	ns
setup violators final	0	
-- cells in the mapped netlist --
cell type and instances:
o21ai_0 8, o22ai_1 7, a21oi_1 2, clkbuf_1 2
mux2i_1 7, a211oi_1 1, a21oi_2 7, buf_6 3
buf_4 16, mux2_2 7, nor2b_1 3, dfrtp_1 25
nor3b_1 1, xor2_1 1, or2_2 1, xnor2_1 6
fa_1 7, or2_1 1, conb_1 1, nand2_1 7
inv_1 10, nor2b_4 1, nor2_1 5, buf_2 3
a21o_1 1, o21bai_1 1
-- power by group through the flow --
stage	combinational (uW)	clock [uW]	sequential, uW
finish	691	128	421
global route	813	142	438
CTS	682	133	423
-- sequential cells by signal, indices dropped and copies added (netlist names) --
signal / cells
d0.rRemainder: 16
d0.rDivisor: 7
c0.SBc: 2
-- cells by family after synthesis --
| family | Yosys count | share of synthesized area [%] |
|---|---|---|
| and+or+nand+nor | 19 | 6.645 |
| muxes | 14 | 10.14 |
| AOI/OAI and AO/OA | 27 | 12.10 |
| DFF | 25 | 42.59 |
| other | 1 | 0.2553 |
| xor gates and xnor gates | 7 | 4.174 |
| buffers and inverters | 34 | 14.57 |
| adders and majority gates | 7 | 9.540 |
-- area by class of cell --
class / instances / area share [%]
Sequential cell: 25 / 34.87
Clock buffer: 4 / 2.510
Timing Repair Buffer: 39 / 20.78
Inverter: 10 / 2.092
Tap cell: 67 / 4.672
Multi-Input combinational cell: 75 / 35.08
-- what timing repair did --
item	4_1_cts	5_1_grt
setup buffers	0	4
setup endpoints to repair	0	1
hold buffers	0	0
-- routing by layer --
layer / routed length, um / share of wire, %
met5: 0 / 0
met4: 28 / 1.1
met3: 58 / 2.4
met2: 1127 / 46
met1: 1242 / 51
-- worst max-delay path, stage by stage (launching register included) --
cell and delay, ns:
dfrtp_1 0.50, nor3b_1 0.30, nor2_1 0.10, fa_1 0.42, fa_1 0.43, fa_1 0.45, fa_1 0.42, fa_1 0.43
fa_1 0.40, inv_1 0.08, fa_1 0.45, nor2_1 0.13, a21oi_1 0.04, o21ai_0 0.13
-- how the worst max path moves through the flow --
stage              startpoint                          end  slack (ns)  cells past startpoint
6_report  c0.SBc[0]$_DFF_PP0_  d0.rRemainder[15]$_DFF_PP0_        0.25                     13
5_1_grt   c0.SBc[1]$_DFF_PP0_  d0.rRemainder[15]$_DFF_PP0_       0.006                     13
4_1_cts   c0.SBc[1]$_DFF_PP0_  d0.rRemainder[15]$_DFF_PP0_        0.16                     13
-- per-stage QoR --
stage	std cells	setup slack [ns]	hold WS [ns]	cell area, um2	utilization [%]
after floorplan	134	0.4102	0.5011	1469	-
after global placement	212	0.3048	0.5225	1719	36.40
after detailed placement	212	0.1623	0.5290	1719	36.40
after CTS	216	0.1577	0.5454	1764	37.35
after global routing	220	0.006312	0.5563	1794	37.99
final	220	0.2531	0.5394	1794	37.99
Power is estimated from default activity; no workload was simulated.
